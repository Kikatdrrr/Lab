`/design/flow/design.v`:
```
module Binary_Counter_4_Par_Load(
	output reg [3:0]	A_count,	 
	output		C_out,	 
	input [3:0]	Data_in,	 
	input		Count,	 
			Load,	 
			CLK,	 
			Clear_b	 
);
assign C_out = Count && (~Load) && (A_count == 4'b1111);
always @ (posedge CLK, negedge Clear_b)
	if(~Clear_b)		A_count <= 4'b0000;
	else if(Load)		A_count <= Data_in;
	else if(Count)		A_count <= A_count + 1'b1;
	else			A_count <= A_count;  
endmodule
```
`/design/flow/run.sh`:
```
#!/bin/bash
# OpenROAD 26Q1-2900-gdf79404cd8, Yosys 0.63+post, stock flow scripts
make -C /OpenROAD-flow-scripts/flow DESIGN_CONFIG=/design/flow/config.mk WORK_HOME=/design/flow/orfs finish
```
`/design/flow/config.mk`:
```
export PLATFORM = sky130hd
export DESIGN_NAME = Binary_Counter_4_Par_Load
export DESIGN_NICKNAME = Binary_Counter_4_Par_Load
export VERILOG_FILES = /design/flow/design.v
export SDC_FILE = /design/flow/constraint.sdc
export NUM_CORES = 4
export LEC_CHECK = 1
export CORE_AREA = 10 10 70 70
export DIE_AREA = 0 0 80 80
```
`/design/flow/constraint.sdc`:
```
current_design Binary_Counter_4_Par_Load

set clk_period 1.9
set clk_io_pct 0.2

create_clock -name clk0 -period $clk_period [get_ports {CLK}]

set non_clock_inputs [all_inputs -no_clocks]
set_input_delay [expr $clk_period * $clk_io_pct] -clock clk0 $non_clock_inputs
set_output_delay [expr $clk_period * $clk_io_pct] -clock clk0 [all_outputs]
```
==> flow_metrics.env <==
# implementation run metrics
export IMPL_grt_pass1_vias=254
export IMPL_fin_skew_ns=0.00320
export IMPL_relSlewSlack=0.867
export IMPL_ff_type="dfrtp_1"
export IMPL_finalClockPeriodUsage=0.819
export IMPL_cp_max_fo=3
export IMPL_syn_area_um2=215
export IMPL_grt_usage=0.0262
export IMPL_fp_dieArea_um2=6400
export IMPL_log_warning_count=25
export IMPL_cts_tree="done"
export IMPL_ant_nets=0
export IMPL_insertion_delay_ns=0.23
export IMPL_max_freq_mhz=642
export IMPL_cap_violations=0
export IMPL_peakVddDrop_mv=0.0736
export IMPL_synth_area_per_cell_um2=10.2
export IMPL_drcViolationCount=0
export IMPL_cp_end_kind="output pin"
export IMPL_wl_met1_um=200
export IMPL_drt_iter0_drc=2
export IMPL_p_per_area_nw_per_um2=655
export IMPL_place_congestion=0.719
export IMPL_cts_clk_slew_worst_paths_ns=0.04
export IMPL_vias_per_cell=2.53
export IMPL_wl_met3_um=35
export IMPL_tightest_slew_ns=0.197
export IMPL_worst_ep_required_time_ns=1.52
export IMPL_ys_top_cells_by_area="dfrtp_1 47%, nand2_1 8.7%, xnor2_1 8.1%, ha_1 5.8%, nand4_2 5.8%"
export IMPL_setup_viol=0
export IMPL_top_regs="A_count x4"
export IMPL_place_inst=81
export IMPL_clock_sinks=4
export IMPL_cts_buffers=3
export IMPL_dp_final_hpwl_um=668
export IMPL_cp_arrival_ns=1.18
export IMPL_dr_pass1_iters=2
export IMPL_netlist_cell_type_count=12
export IMPL_vias=215
export IMPL_edf_count=0
export IMPL_leakage_nw=0.191
export IMPL_wl_per_cell_um=9.36
export IMPL_grt_max_degree=8
export IMPL_clockBufferDepth=2
export IMPL_async_flop_share=1.00
export IMPL_grt_setup_unrepaired="no"
export IMPL_placed_cell_area_um2=412
export IMPL_yosys_stat_cells=21
export IMPL_htree_levels=1
export IMPL_rows=21
export IMPL_netlist_top_cell_by_area="dfrtp_1"
export IMPL_syn_instance_count=21
export IMPL_n_antenna_cell=0
export IMPL_outcome="finished clean"
export IMPL_fp_dieW_um=80
export IMPL_grt_overflow_total=0
export IMPL_wl_met2_um=560
export IMPL_yosysSeqAreaShare=0.465
export IMPL_fin_crit_ns=1.56
export IMPL_top_layer="met3"
export IMPL_holdCritPathClass="in -> async"
export IMPL_final_cells=85
export IMPL_coreArea_um2=3420
export IMPL_fp_utilization=0.0630
export IMPL_grt_pass1_wl_mm=1.26
export IMPL_yosys_area_um2=215
export IMPL_final_area_um2=453
export IMPL_drive_gt1_frac=0.308
export IMPL_die_y_um=80
export IMPL_final_core_util=0.133
export IMPL_largest_reg_flops=4
export IMPL_numSynthFlops=4
export IMPL_yosysTopAreaCellShare=0.465
export IMPL_pin_count=13
export IMPL_worst_setup_path_type="reg -> out"
export IMPL_port_buffers=12
export IMPL_top_cell="nand2_1"
export IMPL_antenna_found_initial=0
export IMPL_area_growth_pct=110
export IMPL_synth_top_cells_by_count="5 x nand2_1, 4 x dfrtp_1, 2 x o21ai_0, 2 x xnor2_1"
export IMPL_yosys_warnings=1
export IMPL_hold_violations=0
export IMPL_top_register="A_count"
export IMPL_wl_um=796
export IMPL_startpoint_type="flip-flop"
export IMPL_slew_violations=0
export IMPL_cts_root_buffer="clkbuf_4"
[timing repair]
action | CTS | global route
gates resized | 3 | 2
endpoints found under the hold margin | 0 | 0
hold buffers | 0 | 0
cloned | 0 | 0
endpoints found under the setup margin | 1 | 1
pin swaps | 0 | 1
buffers inserted | 1 | 0
[final timing paths]
check                            from  cells past startpoint  slack [ns]         end
setup / recovery           A_count[0]                      2        0.34  A_count[0]
hold / removal                Clear_b                      1        0.35  A_count[1]
setup reg to reg           A_count[1]                      4        0.81  A_count[3]
hold reg to reg            A_count[2]                      2        0.66  A_count[2]
max in group asynchronous     Clear_b                      1        1.38  A_count[2]
min in group clk0          A_count[2]                      2        0.66  A_count[2]
[final cells by class]
class	instances	area [um^2]
fill	394	2960
timing repair buffer	16	151
multi-input combinational	16	121
sequential	4	100
tap	46	57.6
clock buffer	3	22.5
[layer usage]
| layer | vias to the layer above | GRT usage |
|---|---|---|
| met5 | - | 0 |
| met4 | 0 | 0.00528 |
| met3 | 0 | 0.0114 |
| met2 | 1 | 0.0554 |
| met1 | 104 | 0.0207 |
| li1 | 110 | - |
[placed cells by master (no fill, tap or decap), drive strengths merged, types with 2 or more instances in the layout]
master,Yosys,layout
clkdlybuf4s50,0,10
nand2,5,5
dfrtp,4,4
buf,0,4
clkbuf,1,3
o21ai,3,3
xnor2,2,2
[stage by stage]
step / setup TNS, ns / hold WS (ns) / setup WS [ns] / total power, mW
2_1_floorplan: 0 / 0.0844 / 0.820 / 0.134
4_1_cts: 0 / 0.345 / 0.0187 / 0.304
5_1_grt: 0 / 0.359 / 0.288 / 0.319
6_report: 0 / 0.349 / 0.343 / 0.297
3_3_place_gp: -0.143 / 0.595 / -0.143 / 0.187
3_5_place_dp: -0.188 / 0.596 / -0.188 / 0.190
[kinds of logic after synthesis]
kind of cell    Yosys count  share of synthesized area
xor+xnor                  3                      0.122
compound gates            3                     0.0697
flops                     4                      0.465
fa+ha+maj                 1                     0.0581
simple gates              7                      0.169
mux                       2                     0.0988
buf+inv                   1                     0.0174
[power breakdown]
group	leakage [nW]	internal (mW)	switching (mW)
clock network	0.0138	0.0705	0.0326
registers	0.0478	0.0970	0.0101
logic	0.130	0.0575	0.0290
total	0.191	0.225	0.0717
[worst max-delay path, stage by stage, from the launching register on]
cell	delay [ns]
dfrtp_1	0.34
buf_4	0.13
clkdlybuf4s50_1	0.47
Power and IR drop assume default switching activity.
