==> /design/flow/design.v <==
module Toggle_flip_flop (Q, T, Clk, rst);
    output 	Q;
    input	T, Clk, rst;
    reg 	Q;
  always @ (posedge Clk, negedge rst)	
    if (!rst) Q <= 1'b0;
    else if (T) Q <= !Q;	 
endmodule
module counter(
    input clock, reset,
    output [2:0] A
    );
    wire T_A1_in, T_A2_in;
    Toggle_flip_flop T_A0(A[0], 1'b1, clock, reset);
    Toggle_flip_flop T_A1(A[1], T_A1_in, clock, reset);
    Toggle_flip_flop T_A2(A[2], T_A2_in, clock, reset);
    assign T_A1_in = A[0];
    assign T_A2_in =  A[1] & A[0];
endmodule
module Freq_gen(
    input clock,
    input reset,
    output clk_1Hz
    );
    reg [26:0] counter = 27'd0;
    reg mhz = 1'b0;
    always@(posedge clock, negedge reset)
    if(reset == 0)
        begin
            mhz <= 1'b0;
            counter <= 27'd0;
        end
    else
        begin
            counter <= counter + 1'b1;
            if(counter >= 27'd99999999)
	           counter <= 27'd0;
            else if(counter >= 27'd50000000)
                mhz <= 1'b1;
            else
                mhz <= 1'b0;
        end 
    assign clk_1Hz =  mhz;
endmodule
module sSeg(
    input [2:0] A,
    output reg [7:0] seg,
    output reg [3:0] an
    );
   always@(A)
    case(A)
        3'b000: begin seg = 8'hC0; an = 4'hE; end
        3'b001: begin seg = 8'hF9; an = 4'hD; end
        3'b010: begin seg = 8'hA4; an = 4'hB; end
        3'b011: begin seg = 8'hB0; an = 4'h7; end
        3'b100: begin seg = 8'h99; an = 4'hE; end
        3'b101: begin seg = 8'h92; an = 4'hD; end
        3'b110: begin seg = 8'h82; an = 4'hB; end
        3'b111: begin seg = 8'hF8; an = 4'h7; end
    endcase          
endmodule
module top(
    input clock,
    input reset,
    output [2:0] A,
    output [7:0] seg,
    output [3:0] an
    );
    wire clk_1Hz;
    wire [2:0] sSeg_in;
    wire rst;
    assign rst = ~reset;
    counter M1(clk_1Hz, rst, A);
    Freq_gen M3(clock, rst, clk_1Hz);
    sSeg M4(sSeg_in, seg, an);
    assign sSeg_in = A;    
endmodule
==> /design/flow/run.sh <==
#!/bin/bash
# OpenROAD 26Q1-2900-gdf79404cd8, Yosys 0.63+post, stock flow scripts
make -C /OpenROAD-flow-scripts/flow DESIGN_CONFIG=/design/flow/config.mk WORK_HOME=/design/flow/orfs finish
==> /design/flow/config.mk <==
export PLATFORM = sky130hd
export DESIGN_NAME = top
export DESIGN_NICKNAME = top
export VERILOG_FILES = /design/flow/design.v
export SDC_FILE = /design/flow/constraint.sdc
export NUM_CORES = 4
export LEC_CHECK = 1
export CORE_UTILIZATION = 40
==> /design/flow/constraint.sdc <==
current_design top

set clk_period 3.6
set clk_io_pct 0.2

create_clock -name clk0 -period $clk_period [get_ports {clock}]

set non_clock_inputs [all_inputs -no_clocks]
set_input_delay [expr $clk_period * $clk_io_pct] -clock clk0 $non_clock_inputs
set_output_delay [expr $clk_period * $clk_io_pct] -clock clk0 [all_outputs]
==> results.yml <==
# yosys + openroad results
grt:
  grt_usage: 0.169
  antenna_found_initial: 0
  grt_max_degree: 32
  grt_pass1_vias: 1378
  grt_pass1_wl_um: 6860
  grt-ovfl-total: 0
clock_network:
  cts.clk_slew.worst_paths_ns: 0.10
  cts_buffers: 3
  clk_latency_ns: 0.28
  cts_setup_buffers: 0
  hold_buffers: 0
  root_buffer: "clkbuf_8"
  cts_tree: "done"
  cts_resized: 0
  clock_path_buffers: 2
  cts_max_level: 1
worst_setup_path:
  critPathArrivalTime_ns: 2.68
  slowest_stage: "a2111oi_4"
  max_stage_delay_ns: 0.64
  crit_path_max_fanout: 19
  path_class: "reg -> reg"
  worstPathRequired_ns: 3.76
  endpoint_kind: "flip-flop"
  path_cells: "ha_1, a21oi_1, or4b_4, a2111oi_4, buf_4, a211oi_1"
  worstReg2RegStart: "M3.counter[0]"
  r2r_slack_ns: 1.08
  rr_endpoint: "M3.counter[15]"
  reg2regPathDepth: 6
  startpoint_type: "flip-flop"
yosys:
  synth-main-ff-cell: "dfrtp_1"
  ys_cells: 205
  ys_area_um2: 1960
  yosysTopAreaCell: "dfrtp_1"
  synth_area_per_cell_um2: 9.56
  ys_seq_frac: 0.396
  syn_area_um2: 1960
  synth_cell_types: 39
  edf_count: 0
  ys_warn_count: 3
  synth_flops: 31
  synthCells: 205
  synth_top_area_share: 0.396
  topCellsByArea: "dfrtp_1 (40%), ha_1 (5.7%), a211oi_1 (5.0%)"
  synth-async-reset-ratio: 1.00
sta:
  slew_viol_final: 0
  maxSlewHeadroom: 0.495
  rsz0062_at_grt: "false"
  setup_viol: 0
  finalHoldViolations: 0
  worst_pin_slew_ns: 0.751
  unconstrained_endpoints: 17
  unclocked_regs: 3
  fmax_mhz: 397
  post-route-period-util: 0.699
  skew_ns: 0.00673
  fin_tns_setup_ns: 0
  fin_ws_ns: 1.08
  period_needed_ns: 2.52
routing:
  wl_um: 4000
  ant_nets: 0
  firstDrtPassIters: 4
  detail_route.wl_per_cell_um: 14.4
  drt_iter0_markers: 107
  vias: 1552
  viasPerCell: 5.60
  drcViolationCount: 0
  n_antenna_cell: 0
floorplanning:
  coreArea_um2: 4720
  chipArea_um2: 5190
  die_y_um: 72.0
  rows: 25
  dieWidth_um: 72.0
  fp_util: 0.415
  io_pins: 17
placement:
  place_inst: 273
  gp_congestion: 0.816
  dp_hpwl_um: 2660
  place_ws_ns: 1.12
  port_buffers: 15
hold_path:
  whs_endpoint: "M3.counter[0]"
  holdCritStartpoint: "M3.counter[0]"
  hold_path.class: "reg -> reg"
  holdPathStages: 1
flow_run:
  log.warning_count: 33
  drv_cap: 0
layout:
  drive_gt1_frac: 0.0762
  area_growth_pct: 10.5
  regArea_um2: 776
  logic_area_um2: 1030
  post-route-util: 0.459
  fill_cells: 447
  final_cells: 277
power_and_ir_drop:
  p_leak_nw: 0.826
  irDropWorstVdd_mv: 0.133
  pwr_density_cell_nw_per_um2: 242
run_status:
  status: "finished, final reports clean"
-- power by group --
group           total (W)  switching (W)  leakage, nW  internal, W
logic          0.00000858     0.00000684        0.373   0.00000173
registers        0.000314              0        0.424     0.000314
clock network    0.000201       0.000103       0.0288    0.0000981
total            0.000524       0.000110        0.826     0.000414
-- cells by family after synthesis --
logic type / after synthesis / synth area share
simple gates: 83 / 0.248
compound gates: 33 / 0.135
flops: 31 / 0.396
buf+inv: 30 / 0.0785
xor+xnor: 15 / 0.0670
fa+ha+maj: 9 / 0.0574
mux: 3 / 0.0166
other cells: 1 / 0.00191
-- cell usage in the layout (no fill, tap or decap), types with 5 or more instances in the layout --
cell type	Yosys	final
xnor2_1	5	5
nand2_1	13	13
nand3_1	12	12
o31ai_1	11	11
dfrtp_1	31	31
clkdlybuf4s50_1	0	15
inv_1	13	13
nand4_1	8	8
a211oi_1	13	13
xor2_1	10	10
or4_1	10	10
nor3_1	16	16
ha_1	9	9
-- sequential cells by signal, indices dropped and copies added (netlist names) --
signal      cells
M3.counter     27
M3.mhz          1
M1.T_A1.Q       1
M1.T_A2.Q       1
M1.T_A0.Q       1
-- Yosys cell counts (2+ instances only) --
cell / number
xor2_1: 10
a211oi_1: 13
and4_1: 2
ha_1: 9
xnor2_1: 5
nor3_1: 16
clkbuf_1: 9
and2_1: 2
nand2_1: 13
buf_6: 3
nand4_1: 8
o21ai_0: 2
or4_1: 10
nand3_1: 12
inv_1: 13
nor2_1: 4
buf_4: 5
and3_1: 4
mux2_2: 2
o31ai_1: 11
nand3b_1: 2
dfrtp_1: 31
nor4_1: 3
-- critical path: cells and delay by family, from the launching register on --
kind	cells	cell delay, ns
compound gates	3	0.79
fa+ha+maj	1	0.25
buf+inv	1	0.38
flops	1	0.44
simple gates	1	0.53
-- stage by stage --
step	hold slack [ns]	power [W]	cell area, um^2
floorplan	0.493	0.000326	1960
global placement	0.519	0.000330	2110
detailed placement	0.532	0.000330	2110
CTS	0.554	0.000531	2170
global route	0.590	0.000540	2170
finish	0.555	0.000524	2170
-- cell type report --
cell class	instances	area share
Tap cell	67	0.0387
Multi-Input combinational cell	144	0.476
Timing Repair Buffer	18	0.0797
Sequential cell	31	0.358
Inverter	13	0.0225
Clock buffer	4	0.0254
-- worst max-delay path by stage --
stage	from	slack (ns)	to	depth (start not counted)
after CTS	M3.counter[0]	1.07	M3.counter[23]	6
final	M3.counter[0]	1.08	M3.counter[15]	6
after global routing	M3.counter[0]	0.97	M3.counter[21]	6
-- layer usage --
metal	vias to the layer above	GRT usage	wire length, um
met5	-	0	0
li1	771	-	-
met3	2	0.0211	189
met1	737	0.296	1980
met4	0	0.0153	25
met2	42	0.242	1800
Power and IR drop assume default switching activity.
