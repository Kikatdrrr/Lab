<file path="./run.sh">
#!/bin/bash
# OpenROAD 26Q1-2900-gdf79404cd8, Yosys 0.63+post, stock flow scripts
make -C /OpenROAD-flow-scripts/flow DESIGN_CONFIG=/design/flow/config.mk WORK_HOME=/design/flow/orfs finish
</file>
<file path="./config.mk">
export PLATFORM = sky130hd
export DESIGN_NAME = Mealy_Zero_Detector
export DESIGN_NICKNAME = Mealy_Zero_Detector
export VERILOG_FILES = /design/flow/design.v
export SDC_FILE = /design/flow/constraint.sdc
export NUM_CORES = 4
export LEC_CHECK = 1
export CORE_AREA = 10 10 70 70
export DIE_AREA = 0 0 80 80
</file>
<file path="./constraint.sdc">
current_design Mealy_Zero_Detector

set clk_period 1.4
set clk_io_pct 0.2

create_clock -name clk0 -period $clk_period [get_ports {clock}]

set non_clock_inputs [all_inputs -no_clocks]
set_input_delay [expr $clk_period * $clk_io_pct] -clock clk0 $non_clock_inputs
set_output_delay [expr $clk_period * $clk_io_pct] -clock clk0 [all_outputs]
</file>
<file path="./design.v">
module Mealy_Zero_Detector (
  output reg y_out, 
  input x_in, clock, reset
);
  reg [1: 0]	state, next_state;
  parameter	S0 = 2'b00, S1 = 2'b01, S2 = 2'b10, S3 = 2'b11;
  always @ (posedge clock, negedge reset)	 
    if (reset == 0) state <= S0;
    else state <= next_state;
  always @ (state, x_in)  
    case (state)
      S0:	if (x_in)   next_state = S1; else next_state = S0;
      S1: if (x_in) 	  next_state = S3; else next_state = S0;
      S2:	if (~x_in) next_state = S0; else next_state = S2;
      S3: if (x_in)   next_state = S2; else next_state = S0;
    endcase 
  always @ (state, x_in)  
    case (state)
      S0:	y_out = 0;
      S1, S2, S3: y_out = ~x_in;
    endcase 
endmodule 
</file>
==> results.py <==
# Generated from Yosys and OpenROAD reports
metrics = {
    "clock_tree": {
        "cts_tree": "yes",
        "cts_max_level": 1,
        "numClockSinks": 4,
        "clock_latency_ns": 0.24,
        "cts_buffer_depth": 2,
        "clk_pin_slew_ns": 0.05,
        "ctsHoldBuffers": 0,
        "cts-root-buf": "clkbuf_4",
        "postCtsSetupBuffers": 0,
        "numCtsBuffers": 3,
    },
    "run": {
        "maxCapViolCount": 0,
        "warnings": 25,
    },
    "synth": {
        "syn-instance-count": 11,
        "ys_types": 6,
        "top_logic_kind": "simple AND/OR/NAND/NOR gates",
        "xor_share": 0,
        "ys_sh_simple": 0.2294,
        "yosysCellCount": 11,
        "synth_seq_share": 0.7431,
        "fa_ha_area_frac": 0,
        "ys_sh_aoi": 0,
        "syn-mean-instance-area_um2": 12.40,
        "ys_chip_area_um2": 136.4,
        "ys_ff": 4,
        "muxShareOfSynthArea": 0,
        "netlist_area_um2": 136.4,
        "synth_warnings": 1,
    },
    "final_timing": {
        "post-route-min-period_ns": 1.251,
        "tns_ns": 0,
        "slew_viol_final": 0,
        "period_used_share": 0.8933,
        "fmax_mhz": 799.6,
        "tightest_slew_ns": 0.1812,
        "hold_viol_final": 0,
        "skew_ns": 0.01472,
        "rsz0062_at_grt": "no",
        "slew_headroom": 0.8788,
        "setup_viol": 0,
    },
    "cells_and_area": {
        "top_register": "state",
        "synthToLayoutAreaGrowth_pct": 88.99,
        "comb_area_um2": 36.28,
        "nFillCells": 413,
        "seq_area_um2": 101.3,
        "final_cell_mix": "nor2_1 (3), clkbuf_4 (3), dfrtp_1 (3), and2_2 (2), clkdlybuf4s50_1 (2)",
        "layout-drive-gt1-share": 0.5263,
        "utilization": 0.07546,
        "largest_reg_flops": 4,
        "reg.largest.list": "state (4)",
    },
    "global_routing": {
        "grt_pass1_wl_um": 586,
        "grt_pass1_vias": 115,
        "grtUsageTotal": 0.01322,
        "overflow": 0,
        "antenna_found_initial": 0,
        "grt_max_degree": 5,
    },
    "worst_setup_path": {
        "cp_data_arrival_time_ns": 0.97,
        "path_class": "reg -> out",
        "crit_path_end_kind": "output pin",
        "regToRegStartpoint": "state[2]$_DFF_PN0_",
        "start_kind": "register",
        "crit_fanout": 2,
        "cp.required_ns": 1.12,
        "critPathLaunch": "state[2]$_DFF_PN0_",
    },
    "floorplanning": {
        "die_area_mm2": 0.006400,
        "ioPinCount": 4,
        "core_region_area_mm2": 0.003416,
        "die_w_um": 80,
        "die_h_um": 80,
        "rows": 21,
        "fp_util": 0.03993,
    },
    "place": {
        "dp_hpwl_um": 238.8,
        "portBuffers": 3,
        "place.gp.congestion": 0.5608,
    },
    "power_and_ir_drop": {
        "leakage_nw": 0.1014,
        "p_total_w": 0.0003085,
        "irDropWorstVdd_v": 0.0006972,
        "pwr_density_cell_mw_per_mm2": 1197,
    },
    "drt": {
        "drt-pass1-iter-count": 2,
        "wl_um": 324,
        "detail_route.vias_per_cell": 1.492,
        "vias": 97,
        "ant_nets": 0,
        "drt_iter0_drc": 1,
        "num_antenna_cells": 0,
        "drcViolationCount": 0,
        "wire_per_inst_um": 4.985,
    },
    "status": {
        "outcome": "finished, final reports clean",
    },
    "worst_hold_path": {
        "hp-class": "in -> async",
    },
}
-- repair_timing --
| item | 4_1_cts | 5_1_grt |
|---|---|---|
| resized | 3 | 1 |
| endpoints found under the setup margin | 1 | 1 |
| pin swaps | 2 | 2 |
-- cell type report --
cell class                 instances  area share
multi-input combinational          6      0.1408
sequential                         4      0.3932
clock buffer                       4      0.1019
inverter                           1     0.01456
tap                               46      0.2233
timing repair buffer               4      0.1262
-- metrics by stage --
stage | cells | hold WS (ns) | instance area [um^2] | setup WS [ns]
detailed placement | 61 | 0.4924 | 231.5 | -0.1760
finish | 65 | 0.2334 | 257.7 | 0.1494
floorplan | 11 | -0.01559 | 136.4 | 0.5765
CTS | 65 | 0.2368 | 262.8 | 0.02923
global placement | 61 | 0.4803 | 231.5 | -0.1527
global route | 65 | 0.2172 | 257.7 | 0.04609
-- Yosys cell counts, drive strengths merged --
cell type	number	area share
nor2	3	0.083
dfstp	1	0.19
inv	1	0.027
and2	2	0.11
nor3	1	0.037
dfrtp	3	0.55
-- cells by family (layout without fill, tap and decap cells) --
logic type | count (synthesis) | in the layout
buffers and inverters | 1 | 9
flip-flops | 4 | 4
AND/OR/NAND/NOR | 6 | 6
-- metal layers --
| metal | part of all wire | up-vias | track usage |
|---|---|---|---|
| li1 | - | 48 | - |
| met1 | 0.54 | 42 | 0.01603 |
| met2 | 0.27 | 7 | 0.01284 |
| met3 | 0.19 | 0 | 0.01818 |
| met4 | 0 | 0 | 0.001761 |
| met5 | 0 | - | 0 |
-- critical path, stage by stage, from the launching register on --
cell and delay, ns:
dfrtp_1 0.38, nor3_2 0.19, nor2_1 0.06, clkbuf_2 0.09
-- power by group --
group          internal (W)  switching (W)  total [W]
logic             0.0000129     0.00000817  0.0000211
clock network      0.000107      0.0000543   0.000162
registers          0.000123     0.00000312   0.000126
total              0.000243      0.0000656   0.000309
-- final timing paths --
path | endpoint | slack, ns | cells past startpoint
setup / recovery | y_out | 0.15 | 3
hold / removal | state[2]$_DFF_PN0_ | 0.23 | 1
setup reg to reg | state[3]$_DFF_PN0_ | 0.72 | 1
hold reg to reg | state[2]$_DFF_PN0_ | 0.52 | 1
max in group asynchronous | state[0]$_DFF_PN1_ | 0.91 | 1
min in group clk0 | state[2]$_DFF_PN0_ | 0.52 | 1
Power figures rest on the tool's default switching activity, not on a simulated workload.
